### flow/run.sh
#!/bin/bash
# OpenROAD 26Q1-2900-gdf79404cd8, Yosys 0.63+post, stock flow scripts
make -C /OpenROAD-flow-scripts/flow DESIGN_CONFIG=/design/flow/config.mk WORK_HOME=/design/flow/orfs finish
### flow/constraint.sdc
current_design mac

set clk_period 7.3
set clk_io_pct 0.2

create_clock -name clk0 -period $clk_period [get_ports {clk}]

set non_clock_inputs [all_inputs -no_clocks]
set_input_delay [expr $clk_period * $clk_io_pct] -clock clk0 $non_clock_inputs
set_output_delay [expr $clk_period * $clk_io_pct] -clock clk0 [all_outputs]
### flow/design.v
module abs_to_2scomplement #(parameter N = 5) (a, signbit, out);
    input [N-1:0] a;
    input signbit;
    output [N-1:0] out;
    wire [N-1:0] inverted_a;
    wire [N-1:0] one;
    assign one = {{(N-1){1'b0}}, signbit };
    genvar i;
    generate
        for (i = 0; i < N; i = i + 1) begin : XOR_LOOP
            XOR xor_i (.a(a[i]), .b(signbit), .out(inverted_a[i]));
        end
    endgenerate
    adder #(N) adder1 (.a(inverted_a), .b(one), .sum(out));
endmodule
module adder #(parameter N = 11) (input [N-1:0] a, b, output [N-1:0] sum);
    wire [N:0] c;
    genvar i;
    fulladder f0 (.a(a[0]), .b(b[0]), .cin(1'b0), .sum(sum[0]), .co(c[1]));
    generate
        for (i = 1; i < N; i = i + 1) begin : FA_LOOP
            fulladder fi (.a(a[i]), .b(b[i]), .cin(c[i]), .sum(sum[i]), .co(c[i+1]));
        end
    endgenerate
endmodule
module AND(a, b, out);
    input a, b;
    output out;
    C1 andd(.A0(1'b0), .A1(1'b0), .SA(1'b0), .B0(a), .B1(a), .SB(1'b1), .S0(b), .S1(b), .F(out));
endmodule
module bit_multiplier (xi, yi, pi, ci, xo, yo, po, co);
    input xi, yi, pi, ci;
    output xo, yo, po, co;
    wire xy;
    AND andd(xi, yi, xy);
    fulladder fa(pi, xy, ci, po, co);
    assign yo = yi;
    assign xo = xi;
endmodule
module C1 (A0, A1, SA, B0, B1, SB, S0, S1, F);
    parameter N = 1;
    input [N - 1 : 0] A0, A1, B0, B1;
    input S0, S1, SB, SA;
    wire S2;
    output [N - 1 : 0] F;
    wire [N - 1 : 0] F1, F2;
    assign F1 = (SA) ? A1 : A0;
    assign F2 = (SB) ? B1 : B0;
    assign S2 = S0 | S1;
    assign F = (S2) ? F2 : F1;
endmodule
module C2 #(parameter N = 5) (D0, D1, D2, D3, A1, B1, A0, B0, F);
    input [N - 1 : 0] D0, D1, D2, D3;
    input A1, B1, A0, B0;
    output [N - 1 : 0] F;
    wire S0, S1;
    wire [1 : 0] S2;
    assign S1 = A1 | B1;
    assign S0 = A0 & B0;
    assign S2 = {S1, S0};
    assign F = (S2 == 2'b11) ? D3 :
               (S2 == 2'b10) ? D2 :
               (S2 == 2'b01) ? D1 : D0;
endmodule
module carryOut(a, b, c, cout);
    input a, b, c;
    output cout;
    C2 #(1) co(.D0(1'b0), .D1(1'b1), .D2(c), .D3(1'b1), .A1(a), .B1(b), .A0(a), .B0(b), .F(cout));
endmodule
module fulladder(a, b, cin, sum, co);
    input a, b, cin;
    output sum, co;
    wire s;
    XOR x1(.a(a), .b(b), .out(s));
    XOR x2(.a(s), .b(cin), .out(sum));
    carryOut carry(.a(a), .b(b), .c(cin), .cout(co));
endmodule
module multiplier (x, y, out);
    parameter N = 5;
    input signed [N - 1 : 0] x, y;
    output signed [2*N - 1 : 0] out;
    wire [2*N - 1 : 0] z;
    wire signbit_res;
    wire[N-1:0] abs_x, abs_y;
    abs_to_2scomplement #(N) absx(.a(x), .signbit(x[N-1]), .out(abs_x));
    abs_to_2scomplement #(N) absy(.a(y), .signbit(y[N-1]), .out(abs_y));
    wire xv [N : 0][N : 0];
    wire yv [N : 0][N : 0];
    wire cv [N : 0][N : 0];
    wire pv [N : 0][N : 0];
    genvar i, j;
    generate
        for (i = 0; i < N; i = i + 1)
        begin: gen_rows
            for (j = 0; j < N; j = j + 1)
            begin: gen_cols
                bit_multiplier bm(
                    .xi(xv[i][j]), 
                    .yi(yv[i][j]),
                    .pi(pv[i][j + 1]),
                    .ci(cv[i][j]), 
                    .xo(xv[i][j + 1]),
                    .yo(yv[i + 1][j]),
                    .po(pv[i + 1][j]),
                    .co(cv[i][j + 1])
                );
            end
        end
    endgenerate
    generate
        for (i = 0; i < N; i = i + 1)
        begin: sides
            assign xv[i][0] = abs_x[i];
            assign cv[i][0] = 1'b0;
            assign pv[0][i + 1] = 1'b0;
            assign pv[i + 1][N] = cv[i][N];
            assign yv[0][i] = abs_y[i];
            assign z[i] = pv[i + 1][0];
            assign z[i + N] = pv[N][i + 1];
        end
    endgenerate
    XOR res_signbit(.a(x[N-1]), .b(y[N-1]), .out(signbit_res));
    abs_to_2scomplement #(2*N) twoscomplement(.a(z), .signbit(signbit_res), .out(out));
endmodule
module XOR (a, b, out);
    input a, b;
    output out;
    C2 #(1) c2(.D0(1'b0), .D1(1'b1), .D2(1'b1), .D3(1'b0), .A1(a), .B1(b), .A0(a), .B0(b), .F(out));
endmodule
module adder12 (a, b, out);
    input [11:0] a, b;
    output [11:0] out;
    assign out = a + b;    
endmodule
module mac (clk, rst, rst_acc, acc_en, img_pixel, filter_value, out);
    input clk, rst, rst_acc, acc_en;
    input [7:0] img_pixel, filter_value;
    output [7:0] out;
    wire [11:0] acc_out, acc_in;
    wire [7:0] mult_res;
    multiplier mult(img_pixel, filter_value, mult_res);
    adder12 addr4({4'b0000, mult_res}, acc_out, acc_in);
    register1word acc(clk, acc_en, rst | rst_acc, acc_in, acc_out);
    assign out = acc_out[11:4];
endmodule
module register1word(clk, en, rst, write_data, out);
    input clk, en, rst;
    input [11:0] write_data;
    output reg [11:0] out;
    always @(posedge clk) begin
        if (rst) begin
            out <= 0;
        end else if (en) begin
            out <= write_data;
        end
    end
endmodule
### flow/config.mk
export PLATFORM = sky130hd
export DESIGN_NAME = mac
export DESIGN_NICKNAME = mac
export VERILOG_FILES = /design/flow/design.v
export SDC_FILE = /design/flow/constraint.sdc
export NUM_CORES = 4
export LEC_CHECK = 1
export CORE_AREA = 10 10 112 112
export DIE_AREA = 0 0 122 122
==> impl_metrics.py <==
# Metrics from the implementation run
metrics = {
    "run_status": {
        "status": "finished, violations left",
        "violations": "setup timing",
    },
    "worst_hold_path": {
        "holdPathStages": 2,
        "hp-class": "flip-flop to flip-flop",
    },
    "sta": {
        "setup_ws_ns": -0.0435,
        "finalSetupTns_ns": -0.0779,
        "hold_viol_final": 0,
        "tightest_slew_ns": 0.566,
        "relSlewSlack_pct": 62.0,
        "min_period_ns": 7.34,
        "finalSetupViolations": 2,
        "fin_skew_ns": 0.00285,
        "fmax_mhz": 136,
        "rsz0062_at_grt": "yes",
        "final-max-slew-violation-count": 0,
        "finalClockPeriodUsage_pct": 101,
    },
    "place": {
        "dp_slack_ns": -0.873,
        "dp_hpwl_mm": 3.12,
        "io_buffers": 21,
        "gp_congestion": 0.857,
    },
    "detailed_routing": {
        "routed_via_density": 3.80,
        "firstDrtPassIters": 4,
        "antenna_cells": 0,
        "drtIter0Drc": 56,
        "drc": 0,
        "vias": 1440,
        "ant_nets": 0,
        "wl_per_cell_um": 9.63,
        "postRouteWirelength_mm": 3.65,
    },
    "grt": {
        "first_global_vias": 1567,
        "grt_usage_pct": 5.36,
        "grt_pass1_wl_mm": 6.73,
        "grt_antenna_before_repair": 0,
        "grt_max_degree": 13,
        "gr-total-overflow": 0,
    },
    "layout": {
        "reg_top3": "acc.out: 12 flops",
        "drive_above_1_share_pct": 30.9,
        "final_cell_mix": "21 x buf_4, 20 x ha_1, 17 x nand2_1",
        "regMostFlops": "acc.out",
        "largest_reg_flops": 12,
        "syn2layout_area_growth_pct": 39.6,
        "final_common_cell": "buf_4",
        "fillCellCount": 1055,
    },
    "setup_path": {
        "path_max_fanout": 5,
        "worstPathArrival_ns": 7.51,
        "cp-end-kind": "flip-flop",
        "critPathLaunchType": "primary input",
        "cp_data_required_time_ns": 7.47,
        "cpMaxStageDelayCell": "fa_2",
        "worstRegToRegCells": 8,
        "path_buffers": 6,
        "path_class": "primary input to flip-flop",
        "cp_slowest_stage_delay_ns": 0.53,
        "crit_top_cell": "fa_2",
        "cp_num_cells": 26,
        "crit_family": "adder cells",
    },
    "clock_tree": {
        "cts_tree": "done",
        "cts_sinks": 12,
        "clock_path_buffers": 2,
        "htreeDepth": 1,
        "clock_latency_ns": 0.24,
        "numCtsBuffers": 3,
        "root_buffer": "clkbuf_8",
        "path_clk_slew_ns": 0.05,
    },
    "synth": {
        "netlist_instances": 208,
        "flop_cell": "dfxtp_1",
        "numSynthFlops": 12,
        "synthArstFlopShare_pct": 0,
        "ys_cells": 208,
        "synth.distinct_cells": 36,
        "postSynthSeqShare_pct": 13.4,
        "yosys_area_um2": 1790,
        "edf_count": 0,
        "avgSynthCellArea_um2": 8.60,
        "ys_warn_count": 5,
        "syn_area_um2": 1790,
    },
    "floorplanning": {
        "fp.dieW_um": 122,
        "rows": 37,
        "die_h_um": 122,
        "fp.coreArea_um2": 10200,
        "ios": 28,
        "fp_util_pct": 17.5,
        "dieArea_um2": 14900,
    },
    "flow_run": {
        "warning_count": 34,
        "drv_cap": 0,
    },
    "pwr": {
        "ir_drop_uv": 106,
        "powerDensity_nw_per_um2": 268,
        "total_leakage_power_uw": 0.00107,
    },
}
[worst paths after layout]
| path | startpoint | endpoint | slack [ns] |
|---|---|---|---|
| worst max-delay path | filter_value[4] | acc.out[7] | -0.04 |
| worst max register to register | acc.out[0] | acc.out[6] | 5.38 |
| worst min register to register | acc.out[11] | acc.out[11] | 0.47 |
| worst min-delay path | acc.out[11] | acc.out[11] | 0.47 |
[area by class of cell]
class | instances | area [um2] | area share, %
multi-input cells | 162 | 1580 | 63.3
repair buffers | 43 | 369 | 14.8
flip-flops and latches | 12 | 240 | 9.62
well taps | 136 | 170 | 6.82
inverters | 22 | 82.6 | 3.31
clock buffers | 4 | 55.1 | 2.21
[per-layer routing]
layer  vias to the layer above  part of all wire, %  track usage, %
li1                        752                    -               -
met1                       676                   44            6.33
met2                        10                   51            10.1
met3                         2                  3.7           0.939
met4                         0                 0.90           0.522
met5                         -                    0               0
[logic make-up after synthesis]
family | synth area share [%]
AOI/OAI and AO/OA | 10.7
xor gates and xnor gates | 13.8
adders and majority gates | 33.4
buffers and inverters | 9.03
DFF | 13.4
muxes | 2.24
and+or+nand+nor | 17.4
[tightest hold or removal path: cells and delay by family (launching register included)]
| kind | cells | cell delay [ns] |
|---|---|---|
| DFF | 1 | 0.32 |
| muxes | 1 | 0.05 |
| and+or+nand+nor | 1 | 0.05 |
[stage by stage]
stage / std cells / instance area, um2 / total power (uW) / util [%] / hold WS [ns]
detailed placement: 372 / 2280 / 575 / 22.3 / 0.470
global placement: 372 / 2280 / 572 / 22.3 / 0.461
finish: 379 / 2500 / 670 / 24.4 / 0.474
floorplan: 208 / 1870 / 442 / - / 0.444
global route: 379 / 2500 / 758 / 24.4 / 0.514
CTS: 378 / 2460 / 670 / 24.1 / 0.480
[report_power, final]
part	internal, uW	switching, uW
clock	47.6	24.1
sequential	75.3	7.74
combinational	257	258
[synthesized netlist by cell type, types with 2 or more instances]
library cell | count | share of area [%]
mux2i_1 | 4 | 2.2
and3_1 | 2 | 0.70
o21ai_0 | 5 | 1.4
xor2_1 | 9 | 4.4
fa_1 | 13 | 15
buf_2 | 3 | 0.84
o31ai_1 | 2 | 0.84
ha_1 | 27 | 19
a211oi_1 | 2 | 0.84
or2_2 | 2 | 0.70
a21o_1 | 4 | 1.7
nor2_1 | 13 | 2.7
nor3_1 | 5 | 1.4
and2_1 | 15 | 5.2
xnor2_1 | 16 | 7.8
buf_4 | 8 | 3.4
inv_1 | 22 | 4.6
a21oi_1 | 7 | 2.0
dfxtp_1 | 12 | 13
or3_1 | 2 | 0.70
nand3_1 | 3 | 0.84
nor2b_1 | 2 | 0.70
nand2_1 | 17 | 3.6
[timing repair]
| action | 4_1_cts | 5_1_grt |
|---|---|---|
| pin swaps | 25 | 12 |
| gates resized | 47 | 8 |
| hold buffers | 0 | 0 |
| endpoints found under the setup margin | 6 | 5 |
| buffers inserted | 2 | 1 |
Power is estimated from default activity; no workload was simulated.
