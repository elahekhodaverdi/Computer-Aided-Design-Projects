==> ./design.v <==
module buffer_8 (clk, wr_en, wr_adr, wr_data, rd_adr, rd_data);
    parameter SIZE = 64;
    input clk, wr_en;
    input [7:0] wr_adr, rd_adr;
    input [31:0] wr_data;
    output [31:0] rd_data;
    reg [7:0] mem [0:SIZE-1];
    assign rd_data = {mem[rd_adr], mem[rd_adr + 1], mem[rd_adr + 2], mem[rd_adr + 3]};
    always @(posedge clk) begin
        if (wr_en) begin
            mem[wr_adr] <= wr_data[31 : 24];
            mem[wr_adr + 1] <= wr_data[23 : 16];
            mem[wr_adr + 2] <= wr_data[15 : 8];
            mem[wr_adr + 3] <= wr_data[7 : 0];
        end
    end
endmodule
==> ./run.sh <==
#!/bin/bash
# OpenROAD 26Q1-2900-gdf79404cd8, Yosys 0.63+post, stock flow scripts
make -C /OpenROAD-flow-scripts/flow DESIGN_CONFIG=/design/flow/config.mk WORK_HOME=/design/flow/orfs finish
==> ./config.mk <==
export PLATFORM = sky130hd
export DESIGN_NAME = buffer_8
export DESIGN_NICKNAME = buffer_8
export VERILOG_FILES = /design/flow/design.v
export SDC_FILE = /design/flow/constraint.sdc
export NUM_CORES = 4
export LEC_CHECK = 1
export CORE_UTILIZATION = 30
==> ./constraint.sdc <==
current_design buffer_8

set clk_period 16.3
set clk_io_pct 0.2

create_clock -name clk0 -period $clk_period [get_ports {clk}]

set non_clock_inputs [all_inputs -no_clocks]
set_input_delay [expr $clk_period * $clk_io_pct] -clock clk0 $non_clock_inputs
set_output_delay [expr $clk_period * $clk_io_pct] -clock clk0 [all_outputs]
==> reports/metrics.yaml <==
outcome:
  outcome: "complete, no violations"
global_routing:
  grt_pass1_vias: 46200
  grt_overflow: 0
  grtUsageTotal: 0.365
  antenna_found_initial: 31
  grt_pass1_wl_mm: 391
  grt_max_degree: 101
final_timing:
  worst_pin_slew_ps: 1280
  layout_min_cycle_time_ps: 11860
  hold_viol: 0
  min_period_over_period: 0.727
  drv_slew: 0
  setup_viol: 0
  fmax_ghz: 0.0843
  fin_ws_ps: 4440
  rsz0062_at_grt: "false"
  timing.setup.tns_ps: 0
  slew_headroom: 0.139
worst_setup_path:
  worstSetupPathType: "primary input to primary output"
  endpoint_kind: "primary output"
  slowest_delay_ps: 1070
  crit_path_frequent_cell: "a21oi_1"
  worstPathCellList: "buf_8, inv_2, ha_4, clkinv_1, buf_4, mux4_2, a211oi_1, a21oi_1, a21oi_1, clkdlybuf4s50_1"
  path_buffers: 5
  cp_num_cells: 10
  crit_family: "buffers and inverters"
  endpoint: "rd_data[22]"
  cp-startpoint: "rd_adr[0]"
  required_ps: 13040
  crit_slowest_cell: "a211oi_1"
  crit_arrival_ps: 8600
  startpoint_type: "primary input"
  path_max_fanout: 52
yosys:
  ys_types: 97
  synth_flops: 512
  synthTopCellsByCount: "695 x nand2_1, 512 x edfxtp_1, 435 x mux4_2"
  ys_cells: 4953
  edf_count: 512
  synth_top_area_share: 0.315
  synthFlopType: "edfxtp_1"
  top_cell: "nand2_1"
  yosys_area_sq_um: 48800
  synth_seq_share: 0.315
  area_leaders: "edfxtp_1 32%, mux4_2 20%, mux2i_1 8.0%"
  largest_area_cell: "edfxtp_1"
  ys_warn_count: 1
  syn_avg_cell_area_sq_um: 9.85
  synth_cells: 4953
  netlist_area_sq_um: 48800
  synthArstFlopShare: 0
final_layout:
  largest_reg_flops: 512
  fin_util: 0.331
  reg_top3: "mem: 512 flops"
  drive_above_1_share: 0.195
  regMostFlops: "mem"
  synthToLayoutAreaGrowth_pct: 9.31
job:
  drv_cap: 0
  warnings: 35
power_and_ir_drop:
  comb_power_share: 0.298
  p_int_mw: 2.77
  power.leakage_nw: 18.4
  clkPwrFrac: 0.342
  p_per_area_nw_per_um2: 81.6
  seqPwrFrac: 0.361
  power.switching_mw: 1.58
  sw_frac_of_total: 0.364
  peakVddDrop_mv: 0.0897
detailed_routing:
  avgViaCountPerCell: 7.07
  wl_per_cell_um: 42.1
  drtIter0Drc: 7055
  first_pass_iters: 14
  num_vias: 49000
  wl_mm: 292
  route.detailed.drc: 0
  ant_nets: 0
placed_design:
  io_buffers: 77
  post-dp-hpwl_mm: 206
  pre_cts_slack_ps: 4710
  place.gp.congestion: 1.14
die:
  die_h_um: 405
  io_pins: 82
  dieArea_sq_um: 164000
  rows: 147
  fp_util: 0.303
  coreArea_sq_um: 161000
  dieWidth_um: 405
clock_network:
  numCtsBuffers: 60
  cts_tree: "done"
  post_cts.repair.setup_buffers: 0
  root_buffer: "clkbuf_16"
  clk_path_buf_depth: 3
  htreeDepth: 2
  ctsResizeCount: 0
  clk_pin_slew_worst_paths_ps: 60
  hold_buffers: 0
  clock_sinks: 512
hold_path:
  hp-class: "primary input to register"
## power groups by stage
stage / combinational (mW) / clock (mW) / sequential, mW
CTS: 1.21 / 1.48 / 1.56
global route: 1.30 / 1.52 / 1.57
finish: 1.30 / 1.49 / 1.57
## per-layer routing
layer	global-route usage	up-vias	share of wire
met2	0.467	4842	0.39
li1	-	19200	-
met4	0.225	80	0.085
met5	0.0737	-	0.0063
met3	0.296	1180	0.20
met1	0.408	23700	0.32
## kinds of logic (layout without fill, tap and decap cells)
| group | count (synthesis) | in the layout | share of synthesized area |
|---|---|---|---|
| AOI/OAI and AO/OA | 1494 | 1494 | 0.203 |
| adders and majority gates | 6 | 6 | 0.00154 |
| and+or+nand+nor | 1454 | 1454 | 0.130 |
| DFF | 512 | 512 | 0.315 |
| other | 0 | 18 | 0 |
| xor gates and xnor gates | 26 | 26 | 0.00628 |
| muxes | 842 | 842 | 0.285 |
| buffers and inverters | 619 | 422 | 0.0586 |
## worst min-delay path, delay by kind of cell
| family | cells | cell delay, ps |
|---|---|---|
| simple gates | 1 | 130 |
| compound gates | 1 | 50 |
| buf+inv | 1 | 200 |
## how the worst min path moves through the flow
stage	slack, ps	from	end	cells after the start
global route	3130	wr_data[4]	mem[11][4]$_DFFE_PP_	3
finish	3110	wr_data[4]	mem[15][4]$_DFFE_PP_	3
CTS	3090	wr_data[4]	mem[11][4]$_DFFE_PP_	3
## area by class of cell
class | instances | area (sq um)
Antenna cell | 18 | 45.0
Clock buffer | 65 | 1520
Clock inverter | 47 | 542
Fill cell | 16000 | 108000
Inverter | 17 | 63.8
Multi-Input combinational cell | 3822 | 30800
Sequential cell | 512 | 15400
Tap cell | 2160 | 2700
Timing Repair Buffer | 293 | 2300
## metrics by stage
stage | instances | power, mW | hold WS [ps] | instance area, sq um
2_1_floorplan | 4953 | 2.26 | 3630 | 48800
3_3_place_gp | 6804 | 2.80 | 3810 | 51200
3_5_place_dp | 6804 | 2.80 | 3810 | 51200
4_1_cts | 6916 | 4.26 | 3090 | 53300
5_1_grt | 6924 | 4.39 | 3130 | 53300
6_report | 6934 | 4.35 | 3110 | 53300
## cell usage in the layout (no fill, tap or decap), drive strengths merged, types with 9 or more instances in the layout
cell type / count
clkinv: 33
o22ai: 349
clkbuf: 65
nand3b: 11
a222oi: 19
a31oi: 104
bufinv: 10
a32oi: 100
a221oi: 75
mux4: 437
and2: 52
and3: 20
edfxtp: 512
nand2b: 21
mux2i: 388
xor2: 13
diode: 18
a211oi: 56
buf: 253
nor2: 400
nand3: 110
a21oi: 344
nor3: 36
nor2b: 9
clkdlybuf4s50: 40
nand2: 717
o31ai: 116
xnor2: 13
a22oi: 49
or2: 11
o21ai: 197
mux2: 17
nand4: 47
inv: 17
Power figures rest on the tool's default switching activity, not on a simulated workload.
