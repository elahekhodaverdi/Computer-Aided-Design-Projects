$ cat flow/design.v
module buffer_4 (clk, wr_en, wr_adr, wr_data, rd_adr, rd_data);
    parameter SIZE = 16;
    input clk, wr_en;
    input [7:0] wr_adr, rd_adr;
    input [31:0] wr_data;
    output [7:0] rd_data;
    reg [7:0] mem [0:SIZE-1];
    assign rd_data = mem[rd_adr];
    always @(posedge clk) begin
        if (wr_en) begin
            mem[wr_adr] <= wr_data[31 : 24];
            mem[wr_adr + 1] <= wr_data[23 : 16];
            mem[wr_adr + 2] <= wr_data[15 : 8];
            mem[wr_adr + 3] <= wr_data[7 : 0];
        end
    end
endmodule
$ cat flow/run.sh
#!/bin/bash
# OpenROAD 26Q1-2900-gdf79404cd8, Yosys 0.63+post, stock flow scripts
make -C /OpenROAD-flow-scripts/flow DESIGN_CONFIG=/design/flow/config.mk WORK_HOME=/design/flow/orfs finish
$ cat flow/config.mk
export PLATFORM = sky130hd
export DESIGN_NAME = buffer_4
export DESIGN_NICKNAME = buffer_4
export VERILOG_FILES = /design/flow/design.v
export SDC_FILE = /design/flow/constraint.sdc
export NUM_CORES = 4
export LEC_CHECK = 1
export CORE_UTILIZATION = 50
$ cat flow/constraint.sdc
current_design buffer_4

set clk_period 12.7
set clk_io_pct 0.2

create_clock -name clk0 -period $clk_period [get_ports {clk}]

set non_clock_inputs [all_inputs -no_clocks]
set_input_delay [expr $clk_period * $clk_io_pct] -clock clk0 $non_clock_inputs
set_output_delay [expr $clk_period * $clk_io_pct] -clock clk0 [all_outputs]
==> summary.txt <==
Results of the full flow below.

Pwr:
- The run gives the internal power as 0.923 mW.
- The run puts the combinational power share at 18.4%.
- The run puts the sequential share of power at between 40% and 50%.
- The run gives the switching power as a share of total power as between 20% and 30%.
- Per the OpenROAD power report, leakage power amounts to 3.27 nW.
- Total power normalized to cell area comes to ~120 nW/um2.
- The run puts the net switching power of the design at around 0.33 mW.
- The run puts the clock share of power at 40.2%.
- The run gives the maximum ir drop on the vdd rail as approximately 0.096 mV.

Floorplan:
- The run puts the placeable core region at roughly 18000 um2.
- According to the floorplan report, the die height is between 100 and 150 um.
- Per the OpenROAD floorplan log, the width of the die is approximately 140 um.
- Per the OpenROAD floorplan log, the area of the die is approximately 19000 um2.
- The run puts the total I/O pin count at a little under 60.
- The run puts the cell row count at around 50.
- The run puts the floorplan utilization at just over 50%.

Clock network:
- The number of clock sinks came to 128.
- Looking at the worst setup and hold paths, the clock pins of their registers show a slew of roughly 60 ps.
- CTS reports a maximum clock tree buffer depth of 2.
- The run puts the post-cts resize count at 0.
- The root buffer cell chosen for the clock tree is clkbuf_16.
- CTS built an H-tree with a depth of 4.
- The run gives the TritonCTS clock tree as yes.
- The run puts the number of buffers inserted to repair setup after CTS at 0.
- After clock tree synthesis, the flow added hold-fix buffers numbering 0.
- Counting the buffers created by CTS gives 17.

Final timing:
- The run puts the final clock period utilization by the worst path at 58.3%.
- The run gives the final max-slew violation count as 0.
- Summed over all failing endpoints, the final setup total negative slack is 0 ps.
- The run puts the post-route minimum period at 7400 ps.
- The run gives the total count of hold-check failures in the final report as 0.
- The run puts the fmax at ~140 MHz.
- Per the finish-stage timing summary, setup violations number 0.
- Setup repair after global routing left no endpoint under its margin.
- The worst-case max-slew headroom was logged as between 30% and 40%.
- The run puts the slew at the pin with the worst max-slew slack at around 1000 ps.

Final layout:
- The top cell type in the final layout, fill and taps aside, is o21ai_0.
- The registers reported with the highest flop counts are mem (128).
- mem holds more flip-flops than any other register.
- By instance count after routing, the leading logic cell types are o21ai_0, edfxtp_1, nand3_1.
- Cells fill slightly below 60% of the core in the end.
- The run puts the relative area change from synthesis to final layout at 12.9%.
- Cells with a size suffix above 1 make up 12.3% of the layout.
- The run puts the flip-flop count of the largest register after layout at between 100 and 150.

Global routing:
- The run puts the first-pass GRT wire length at 51.8 mm.
- Entering global routing, the biggest net connects 44 pins.
- Summed over all layers, the global routing overflow is 0.
- Global routing used 38.8% of the available tracks.
- The run puts the number of global-route vias before repair at ~8500.
- The number of antenna violations at the first check in global routing was 0.

Worst hold path:
- The type recorded for the worst min-delay path is in2reg.
- For the worst min-delay path, the startpoint reported by OpenROAD is wr_data[2].
- The run gives the number of cells on the worst hold path as 3.
- The path with the worst hold slack has its endpoint at mem[5][2].

Detailed routing:
- The run gives the detailed-route DRC error count as 0.
- The run puts the count of antenna diodes in the layout at 0.
- The run gives the detailed-route via count as 8743.
- The run gives the iteration tally of the first detailed-router pass as 8.
- Wires add up to around 35 mm.
- The run puts the routed wire length per instance at 29.4 um.
- Per the detail_route report, vias per standard cell equal 7.45.
- The run gives the iteration-0 DRC count of the detailed router as 1127.
- The run gives the number of nets still failing antenna checks after routing as 0.

Placement:
- The run puts the placed wire-length estimate after detailed placement at 21.5 mm.
- As logged by OpenROAD, the buffers inserted on ports number 49.
- RePlAce ended its routability-driven mode at a weighted congestion of 0.952.

Run status:
- The flow ran to the end, and the final reports show no timing, DRC or antenna violations.

Setup path:
- The worst setup path is captured at a primary output.
- The run puts the data required time at the worst endpoint at about 10000 ps.
- The run gives the kind of start point of the critical path as an input pin.
- The critical path is of the in2out type.
- STA lists the maximum fanout along the critical path as 32.
- The run puts the data arrival at the endpoint of the critical path at between 4000 and 5000 ps.

Yosys:
- The run puts the number of distinct library cells after synthesis at 38.
- For this run, the number of Yosys warnings is 1.
- Per the post-synthesis stats, the area per cell is about 9.8 um2.
- The run puts the count of mapped cells out of synthesis at between 900 and 1000.
- The run puts the netlist area before placement at slightly above 9000 um2.
- In the Yosys report, the sequential cells make up 41.6% of the chip area.
- The run puts the number of cell instances after yosys synthesis at 945.
- After synthesis the netlist holds a flip-flop and latch count of roughly 130.
- The run gives the area figure in the yosys stat output as roughly 9200 um2.

Flow run:
- The run puts the count of max-cap constraint violations at 0.
- The run gives the tally of OpenROAD warnings as 34.
[per-stage QoR]
step	worst slack (ps)	instances	hold slack [ps]	total power [mW]	area, um2
after floorplan	6360	945	2820	0.658	9250
after global routing	5250	1174	3050	1.29	10400
after global placement	5380	1142	3480	0.745	9840
after detailed placement	5360	1142	3480	0.750	9840
final	5300	1174	3050	1.26	10400
after CTS	5340	1174	3030	1.25	10400
[layer usage]
metal / GRT usage [%] / routed length, um
met5: 0 / 0
met2: 50.9 / 14300
met3: 22.0 / 6030
met4: 13.5 / 1600
met1: 57.2 / 12600
[worst max path at each step]
stage,slack [ps],end,cells after the start,start
4_1_cts,5340,rd_data[7],6,rd_adr[1]
5_1_grt,5250,rd_data[2],6,rd_adr[0]
6_report,5300,rd_data[7],6,rd_adr[1]
[worst max-delay path, cell delays in order]
cell	delay (ps)
clkdlybuf4s50_1	460
buf_4	410
mux4_2	410
a22oi_1	480
nand2_1	90
clkdlybuf4s50_1	410
[cell families (layout without fill, tap and decap cells)]
family | Yosys count | in the layout | share of synthesized area [%]
and+or+nand+nor | 241 | 241 | 14.5
muxes | 96 | 96 | 14.7
xor gates and xnor gates | 2 | 2 | 0.352
buffers and inverters | 124 | 124 | 5.45
DFF | 128 | 128 | 41.6
AOI/OAI and AO/OA | 352 | 352 | 23.2
adders and majority gates | 2 | 2 | 0.271
[Yosys cell counts, drive strengths merged]
cell type  count  area [um2]
clkbuf        83         312
nor2          19        93.8
edfxtp       128        3840
nor3           2        15.0
ha             2        25.0
nor3b          2        25.0
o22ai         64         400
nand2b         1        6.26
o2bb2ai       64         561
or3b           2        17.5
nand4bb        1        11.3
nand4b         2        17.5
buf           40         189
and3b          1        8.76
mux4          32         721
o311ai         2        17.5
nand2         24        90.1
nor2b          7        43.8
nand4          5        31.3
xor2           1        16.3
inv            1        3.75
or3            6        37.5
a21o           4        30.0
a22oi         16         120
o21ai        129         646
and3          64         400
and2          11        68.8
a21oi         72         360
o21a           1        7.51
nand3b         1        7.51
xnor2          1        16.3
mux2i         64         641
nand3         93         465
[cell type report]
| type | instances | area, um2 |
|---|---|---|
| fill | 1475 | 7580 |
| multi-input combinational | 693 | 4900 |
| sequential | 128 | 3840 |
| timing repair buffer | 91 | 801 |
| clock buffer | 21 | 440 |
| tap | 229 | 287 |
| clock inverter | 11 | 164 |
| inverter | 1 | 3.75 |
[power by group through the flow]
stage / Combinational, mW / Clock [mW] / Sequential (mW)
CTS: 0.222 / 0.507 / 0.521
global route: 0.243 / 0.524 / 0.524
finish: 0.231 / 0.505 / 0.521
Power figures rest on the tool's default switching activity, not on a simulated workload.
